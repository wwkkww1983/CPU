==> flow/design.v <==
module ALU(in1, in2, ALUCtl, Sign, OpCode, out, Branch);
	input [31:0] in1, in2; 
	input [4:0] ALUCtl;
	input Sign;
    input [5:0] OpCode; 
	output [31:0] out;
	output Branch;
	assign Branch = 
	    (OpCode == 6'h04)? (out == 0): 
        (OpCode == 6'h05)? (out != 0): 
        (OpCode == 6'h07)? (out > 0): 0; 
	wire ss;
	assign ss = {in1[31], in2[31]}; 
	wire lt_31;
	assign lt_31 = (in1[30:0] < in2[30:0]); 
	wire lt_signed;
	assign lt_signed = (in1[31] ^ in2[31])? 
		((ss == 2'b01)? 0: 1): lt_31;
    assign out = 
        (ALUCtl == 5'b00000)? in1 & in2:
		(ALUCtl == 5'b00001)? in1 | in2:
		(ALUCtl == 5'b00010)? in1 + in2:
		(ALUCtl == 5'b00110)? in1 - in2:
		(ALUCtl == 5'b00111)? {31'h00000000, Sign? lt_signed: (in1 < in2)}:
		(ALUCtl == 5'b01100)? ~(in1 | in2):
		(ALUCtl == 5'b01101)? in1 ^ in2:
		(ALUCtl == 5'b10000)? (in2 << in1[4:0]):
		(ALUCtl == 5'b11000)? (in2 >> in1[4:0]):
		(ALUCtl == 5'b11001)? ({{32{in2[31]}}, in2} >> in1[4:0]):
        (ALUCtl == 5'b11010)? in1:
		32'h00000000; 
endmodule
==> flow/run.sh <==
#!/bin/bash
# OpenROAD 26Q1-2900-gdf79404cd8, Yosys 0.63+post, stock flow scripts
make -C /OpenROAD-flow-scripts/flow DESIGN_CONFIG=/design/flow/config.mk WORK_HOME=/design/flow/orfs finish
==> flow/config.mk <==
export PLATFORM = sky130hd
export DESIGN_NAME = ALU
export DESIGN_NICKNAME = ALU
export VERILOG_FILES = /design/flow/design.v
export SDC_FILE = /design/flow/constraint.sdc
export NUM_CORES = 4
export LEC_CHECK = 1
export CORE_UTILIZATION = 50
==> flow/constraint.sdc <==
current_design ALU

set clk_period 16.3
set clk_io_pct 0.2

create_clock -name clk0 -period $clk_period

set non_clock_inputs [all_inputs -no_clocks]
set_input_delay [expr $clk_period * $clk_io_pct] -clock clk0 $non_clock_inputs
set_output_delay [expr $clk_period * $clk_io_pct] -clock clk0 [all_outputs]
==> impl_metrics.csv <==
group,metric,value,unit
critical_path,slowest_delay,0.66,ns
critical_path,worstPathArrival,9.49,ns
die,pin_count,109,
synthesis,synth.avg_cell_area,6.93,um2
route,vias,14400,
critical_path,crit_chain,"clkdlybuf4s50_1 > buf_4 > clkinv_1 > ha_1 > nor2_1 > o311ai_0 > buf_4 > a211oi_2 > a211oi_1 > o21ai_0 > a21oi_1 > a211oi_1 > a2bb2oi_1 > o21ai_0 > or4_1 > nor3_2 > mux2i_1 > clkdlybuf4s50_1",
die,core-area,0.0218,mm2
critical_path,critPathLaunchType,"primary input",
place,pre_cts_ws,3.79,ns
global_routing,antenna_found_initial,1,
synthesis,ys_seq_frac,0,
critical_path,endpoint_kind,"output port",
outcome,outcome,"finished clean",
route,antenna_cells,0,
cts,post_cts_buffers,0,
layout,nClkBuffers,0,
layout,syn_to_final_growth,10.2,%
critical_path,critical_path_class,"in2out",
route,final_antenna_net_count,0,
layout,nFillCells,2128,
worst_hold_path,hold_path_class,"in2out",
die,chipHeight,151,um
critical_path,crit_required,13.04,ns
route,drtPass1Iterations,7,
cts,cts_hold_buf,0,
route,wl,58200,um
place,place_congestion,1.13,
global_routing,grt_start_max_net_pins,67,
sta,hold_viol,0,
job,cap_violations,0,
die,chipWidth,151,um
route,drc,0,
synthesis,synth_cells,1604,
job,warnings,98,
critical_path,critical_path_peak_fanout,40,
layout,seq_area,0,um2
route,via_per_inst,7.59,
sta,setup_violations,0,
synthesis,synth_area,0.0111,mm2
die,fp_util,0.509,
synthesis,ys_cells,1604,
sta,rsz0062_at_grt,"no",
cts,cts_resized,0,
global_routing,grt_pass1_wl,84900,um
sta,fin_setup_tns,0,ns
global_routing,grt_pass1_vias,13100,
route,drt_iter0_drc,2105,
global_routing,groute.usage.overall,0.519,
critical_path,crit_family,"AND-OR/OR-AND gates",
place,hpwlAfterDp,44600,um
power,power_density,34.7,mW/mm2
layout,layout_top_cells,"a21oi_1 (137), nand2_1 (137), nor2_1 (132)",
die,dieArea,0.0228,mm2
global_routing,gr-total-overflow,0,
critical_path,path_buffers,5,
sta,relSlewSlack,0.368,
sta,period_needed,12.75,ns
place,port-buffer-count,109,
power,peakVddDrop,0.0302,mV
route,avgRoutedWirePerCell,30.6,um
synthesis,ys_warn_count,0,
sta,worstMarginPinSlew,0.924,ns
critical_path,worst_path_max_delay_cell,"clkinv_1",
sta,fmax,0.0784,GHz
power,p_leak,4.85,nW
die,std_cell_rows,54,
sta,drv_slew,0,
layout,finalCoreUtilization,0.561,
sta,period_used_share,0.782,
synthesis,ys_types,97,
sta,worst_slack,3.55,ns
layout,seq_cells,0,
layout,drive_gt1_frac,0.0986,
synthesis,yosys_area,0.0111,mm2
-- path summary, 6_finish.rpt --
path	start	to	slack, ns	cells after the start
min	OpCode[0]	Branch	7.45	4
max	in1[4]	Branch	3.55	18
-- cells in the mapped netlist, types with 11 or more instances --
cell       number  area (um2)
ha_1           97        1210
o211ai_1       28         210
or3_1          16         100
inv_1         100         375
o2111ai_1      12         105
a221oi_1       35         307
nor2_1        132         495
or2_2          12        75.1
a21oi_1       137         686
nand2b_1       31         194
o21ai_0       103         515
xnor2_1        13         114
o21a_1         11        82.6
o31ai_1        26         195
nand4_1        14        87.6
o221ai_1       19         166
a31oi_1        19         119
nor2b_1        15        93.8
buf_2          34         170
clkbuf_1       71         267
a21o_1         21         158
buf_1          14        52.6
mux4_2         47        1060
nor3_1         50         250
nand2_1       137         514
o22ai_1        22         138
nand3_1        32         160
a211oi_1       39         293
mux2i_1        59         591
and3_1         11        68.8
mux2_2         23         259
-- where the power goes --
part / internal (mW) / total [mW] / switching, mW
logic: 0.161 / 0.425 / 0.265
clock network: 0 / 0 / 0
registers: 0 / 0 / 0
total: 0.161 / 0.425 / 0.265
-- tightest hold or removal path: stages --
cell and delay (ns):
clkdlybuf4s50_1 0.42, nand2_1 0.06, mux2i_1 0.06, clkdlybuf4s50_1 0.39
-- cell families after synthesis --
kind of cell	synth area share
multiplexers	0.176
buffers and inverters	0.0906
AND-OR/OR-AND	0.380
adder cells (fa/ha/maj)	0.113
AND/OR/NAND/NOR	0.225
XOR/XNOR	0.0158
-- final cells by class --
class	instances	area [um2]	share of cell area
Timing Repair Buffer	151	1390	0.113
Multi-Input combinational cell	1366	10100	0.826
Inverter	105	394	0.0322
Tap cell	280	350	0.0286
-- routing by layer --
| metal | part of all wire | vias up | global-route usage | wire length [um] |
|---|---|---|---|---|
| met2 | 0.40 | 1263 | 0.711 | 23200 |
| met3 | 0.15 | 280 | 0.167 | 8810 |
| met1 | 0.38 | 6673 | 0.731 | 22400 |
| met4 | 0.066 | 2 | 0.259 | 3830 |
| li1 | - | 6221 | - | - |
| met5 | 0.00024 | - | 0 | 14 |
-- metrics by stage --
step | hold WS [ns] | cell area, um2 | std cells | power, mW
final | 7.45 | 12200 | 1902 | 0.425
after global routing | 7.53 | 12200 | 1902 | 0.445
after CTS | 7.46 | 12200 | 1902 | 0.406
after detailed placement | 7.45 | 12200 | 1902 | 0.404
after global placement | 7.45 | 12200 | 1902 | 0.404
after floorplan | 6.59 | 11100 | 1604 | 0.256
Power is estimated from default activity; no workload was simulated.
