==> /design/flow/run.sh <==
#!/bin/bash
# OpenROAD 26Q1-2900-gdf79404cd8, Yosys 0.63+post, stock flow scripts
make -C /OpenROAD-flow-scripts/flow DESIGN_CONFIG=/design/flow/config.mk WORK_HOME=/design/flow/orfs finish
==> /design/flow/config.mk <==
export PLATFORM = sky130hd
export DESIGN_NAME = Control
export DESIGN_NICKNAME = Control
export VERILOG_FILES = /design/flow/design.v
export SDC_FILE = /design/flow/constraint.sdc
export NUM_CORES = 4
export LEC_CHECK = 1
export CORE_AREA = 10 10 70 70
export DIE_AREA = 0 0 80 80
==> /design/flow/constraint.sdc <==
current_design Control

set clk_period 4.6
set clk_io_pct 0.2

create_clock -name clk0 -period $clk_period

set non_clock_inputs [all_inputs -no_clocks]
set_input_delay [expr $clk_period * $clk_io_pct] -clock clk0 $non_clock_inputs
set_output_delay [expr $clk_period * $clk_io_pct] -clock clk0 [all_outputs]
==> /design/flow/design.v <==
module Control(
    input [31:0] Instruction,
    input PC_31,
	output [2:0] PCSrc, 
    output [1:0] RegDst, 
    output RegWrite, 
	output MemRead, 
    output MemWrite, 
    output [1:0] MemtoReg,
    output ALUSrc1,
    output ALUSrc2,
    output ExtOp,
    output LuOp,
    output [3:0] ALUOp,
    output Exception,
    output DoRead);
    wire [5:0] OpCode, Function;
    assign OpCode = Instruction[31:26]; 
    assign Function = Instruction[5:0]; 
    assign Exception = ~PC_31 &
                    ~(OpCode == 6'h00 &(
                        Function == 6'h21 | Function == 6'h24 |
                        Function == 6'h08 | Function == 6'h0b |
                        Function == 6'h25 | Function == 6'h00 |
                        Function == 6'h03 | Function == 6'h02 |
                        Function == 6'h06 | Function == 6'h26 ))&
                    ~(  OpCode == 6'h09 | OpCode == 6'h0c |
                        OpCode == 6'h04 | OpCode == 6'h07 |
                        OpCode == 6'h02 | OpCode == 6'h03 |
                        OpCode == 6'h20 | OpCode == 6'h0f |
                        OpCode == 6'h23 | OpCode == 6'h0d |
                        OpCode == 6'h28 | OpCode == 6'h2b |
                        OpCode == 6'h0e | OpCode == 6'h05 ); 
    assign PCSrc[2:0]=Exception? 3'b101:
            ( OpCode == 6'h04 | OpCode == 6'h05 | OpCode == 6'h07 &Instruction[20:16] == 5'b00 )?
        3'b001:
            ( OpCode == 6'h03 | OpCode == 6'h02 )?
        3'b010:
            ( OpCode == 6'h00 & Function == 6'h08 )?
        3'b011: 3'b000; 
    assign RegWrite = (Exception)?1:
            ( OpCode == 6'h04 | OpCode == 6'h07 |
            OpCode == 6'h05 | OpCode == 6'h02 |
            OpCode == 6'h03 | OpCode == 6'h2b | OpCode == 6'h28 |
            (OpCode == 6'h00 & Function == 6'h08))? 0:1; 
    assign RegDst[1:0] = 
            ( Exception )? 2'b11:
            ( OpCode == 6'h09 | OpCode == 6'h0c |
            OpCode == 6'h20 | OpCode == 6'h0f |
            OpCode == 6'h23 | OpCode == 6'h0d |
            OpCode == 6'h28 | OpCode == 6'h0e )? 2'b01:
            ( OpCode == 6'h03 )? 2'b10: 2'b00;
    assign MemRead = ( OpCode == 6'h23 || OpCode==6'h20 )? 1:0;
    assign MemWrite = ( OpCode == 6'h2b || OpCode == 6'h28 )? 1:0;
    assign MemtoReg[1:0] = ( OpCode == 6'h03 | Exception )?2'b10:
        ( OpCode == 6'h23 | OpCode == 6'h20 )? 2'b01: 2'b00;
    assign ALUSrc1 = ( OpCode == 6'h00 & ( Function == 6'h00 | 
        Function == 6'h03 | Function == 6'h02 ))?1:0;
    assign ALUSrc2 = ( OpCode == 6'h09 | OpCode == 6'h0c | OpCode == 6'h20 |
            OpCode == 6'h23 | OpCode == 6'h0d | OpCode == 6'h28 | OpCode == 6'h0f |
            OpCode == 6'h2b | OpCode == 6'h0e )?1:0;
    assign ExtOp = ( OpCode == 6'h0c | OpCode == 6'h0d |OpCode == 6'h0e | OpCode == 6'h04 | 
        OpCode == 6'h07 | OpCode == 6'h05)?0: 1; 
    assign LuOp = ( OpCode == 6'h0f )? 1: 0;
    assign ALUOp[2:0] = ( OpCode == 6'h00)?3'b100:
        (OpCode == 6'h04 | OpCode == 6'h05 | OpCode == 6'h06 | OpCode == 6'h07)? 3'b001:
        (OpCode == 6'h0c)? 3'b010:(OpCode == 6'h0d)? 3'b011: 3'b000; 
    assign ALUOp[3] = OpCode[0];
    assign DoRead = (OpCode == 6'h02 | OpCode == 6'h03
        | OpCode == 6'h0f )? 0:1;
endmodule
==> metrics.yaml <==
status: "complete, no violations"
yosys.area.top_type: "nor2b_1"
antenna_found_initial: 0
ys_warn_count: 0
power_density_nw_per_um2: 80.0
hold_buffers: 0
chip_area_um2: 6400
fmax_mhz: 242
warnings: 47
yosys.area.top_type_share_pct: 7.43
crit_type: "in -> out"
clkbuf_count: 0
final_util_pct: 26.8
maxSlewViolCount: 0
timing.final.setup_violations: 0
area_growth_syn_to_layout_pct: 80.9
globalRouteTotalUtil_pct: 6.07
routedWlPerCell_um: 12.4
slew_headroom_pct: 63.2
netlist_instances: 82
worstMarginPinSlew_ps: 551
drc: 0
netlist_area_um2: 505
ios: 53
port_buffers: 38
hold_viol_final: 0
vias: 687
maxCapViolations: 0
antenna_left: 0
place.detailed.hpwl_mm: 1.70
yosysUniqueCellTypes: 36
crit_path_end_kind: "primary output"
post-cts-setup-buffers: 0
ys_chip_area_um2: 505
cts_resized: 0
period_used_pct: 89.7
ff_latch_area_um2: 0
ys_cells: 82
gp_congestion: 0.837
grt_pass1_vias: 714
final.setup.tns_ps: 0
period_minus_slack_ps: 4120
cp-start-kind: "primary input"
wl_mm: 1.99
rsz0062_at_grt: "no"
firstDrtPassIters: 4
fp.dieW_um: 80
grt_pass1_wl_mm: 3.34
rows: 21
n_antenna_cell: 0
postSynthSeqShare_pct: 0
p_leak_nw: 0.312
holdWs_ps: 2840
drt_first_iter_violations: 9
core_util_floorplan_pct: 14.8
grt_max_degree: 16
layout.cells.most_common: "clkdlybuf4s50_1"
coreArea_um2: 3420
power_mw: 0.0732
critPathMaxFanout: 12
arrival_ps: 3200
nFillCells: 404
vias_per_cell: 4.29
overflow: 0
synth_area_per_cell_um2: 6.16
flop-count: 0
layout-drive-gt1-share_pct: 6.14
ir_drop_mv: 0.0252
top_cells_by_area: "nor2b_1 (7.4%), a21oi_1 (6.9%), nand2_1 (6.7%), nor2_1 (6.7%), nand2b_1 (6.2%)"
required_ps: 3680
final_cell_mix: "clkdlybuf4s50_1 (38), nor2_1 (9), nand2_1 (9), a21oi_1 (7), nor2b_1 (6)"
worstHoldPathType: "in -> out"
die_height_um: 80
[metrics by stage]
step	instance area, um^2	std cells	worst slack (ps)
2_1_floorplan	505	82	1840
3_3_place_gp	915	160	466
4_1_cts	915	160	471
6_report	915	160	475
3_5_place_dp	915	160	473
5_1_grt	915	160	230
[synthesized netlist by cell type]
cell,instances
a2111o_1,1
a211o_1,1
a21o_1,1
a21oi_1,7
a2bb2oi_1,1
a31o_1,2
a31oi_2,2
a41oi_1,1
and2b_1,1
and3_1,1
buf_2,2
buf_4,3
clkbuf_1,3
inv_1,1
inv_2,1
nand2_1,9
nand2b_1,5
nand3_1,1
nand3b_1,2
nor2_1,9
nor2b_1,6
nor3_1,4
nor3b_1,1
nor4_1,1
nor4_2,1
nor4_4,1
o211ai_1,1
o21ai_0,3
o21ai_1,2
o21ba_1,1
o21bai_1,1
o22ai_1,1
o31a_1,1
o31ai_1,1
or3_1,2
xnor2_1,1
[worst paths after layout]
kind       startpoint        to  depth (start not counted)
max   Instruction[31]  PCSrc[0]                          7
min   Instruction[26]  ALUOp[3]                          2
[logic make-up (layout without fill, tap and decap cells)]
| kind of cell | Yosys count | after routing | synth area share [%] |
|---|---|---|---|
| buf+inv | 10 | 42 | 10.1 |
| xor+xnor | 1 | 1 | 1.73 |
| compound gates | 27 | 27 | 38.6 |
| simple gates | 44 | 44 | 49.5 |
[where the power goes]
| part | switching [mW] | total, mW | internal (mW) |
|---|---|---|---|
| Clock | 0 | 0 | 0 |
| Sequential | 0 | 0 | 0 |
| Combinational | 0.0294 | 0.0732 | 0.0438 |
[worst max-delay path: stages]
cell             delay [ps]
clkdlybuf4s50_1         640
nor4_4                  510
nand2_1                 140
nor4_2                  190
nand3_1                 190
nand3b_1                120
clkdlybuf4s50_1         490
[area by class of cell]
type | instances | area [um^2] | share of cell area (%)
inverters | 2 | 7.51 | 0.821
repair buffers | 40 | 395 | 43.2
well taps | 46 | 57.6 | 6.29
multi-input cells | 72 | 454 | 49.7
[per-layer routing]
layer | share of wire [%] | GRT usage, %
met5 | 0 | 0
met4 | 1.8 | 1.23
met3 | 5.1 | 1.14
met2 | 50 | 11.4
met1 | 43 | 6.86
Power and IR drop assume default switching activity.
