==> design.v <==
module RegisterFile(reset, clk, RegWrite, Read_register1, Read_register2, Write_register, Write_data, Read_data1, Read_data2, DoRead);
	input reset, clk;
	input RegWrite, DoRead; 
	input [4:0] Read_register1, Read_register2, Write_register;
	input [31:0] Write_data;
	output [31:0] Read_data1, Read_data2;
	reg [31:0] RF_data[31:1];
	assign Read_data1 = (Read_register1 != 5'b00000 & DoRead )? RF_data[Read_register1]: 32'h00000000 ;
	assign Read_data2 = (Read_register2 != 5'b00000 & DoRead )? RF_data[Read_register2]: 32'h00000000 ;
	integer i;
	always @(posedge reset or posedge clk)
		if (reset)
			for (i = 1; i < 32; i = i + 1) 
				if (i != 29) RF_data[i] <= 32'h00000000;
                else RF_data[i] <= 32'h00000800;
		else if (RegWrite & (Write_register != 5'b00000)) 
			RF_data[Write_register] <= Write_data; 
endmodule
==> run.sh <==
#!/bin/bash
# OpenROAD 26Q1-2900-gdf79404cd8, Yosys 0.63+post, stock flow scripts
make -C /OpenROAD-flow-scripts/flow DESIGN_CONFIG=/design/flow/config.mk WORK_HOME=/design/flow/orfs finish
==> config.mk <==
export PLATFORM = sky130hd
export DESIGN_NAME = RegisterFile
export DESIGN_NICKNAME = RegisterFile
export VERILOG_FILES = /design/flow/design.v
export SDC_FILE = /design/flow/constraint.sdc
export NUM_CORES = 4
export LEC_CHECK = 1
export CORE_UTILIZATION = 30
==> constraint.sdc <==
current_design RegisterFile

set clk_period 14.9
set clk_io_pct 0.2

create_clock -name clk0 -period $clk_period [get_ports {clk}]

set non_clock_inputs [all_inputs -no_clocks]
set_input_delay [expr $clk_period * $clk_io_pct] -clock clk0 $non_clock_inputs
set_output_delay [expr $clk_period * $clk_io_pct] -clock clk0 [all_outputs]
==> CHANGELOG.md <==
## Flow update

* RSZ-0062 raised after global routing: no
* R2R Setup Slk at 13.99 ns
* Resized cells post-CTS at 0
* DR WL/cell at 40.1 um
* Final worst path period share at 0.706
* First-pass GRT wire length at 356 mm
* Setup crit end kind: output port
* Max reg flops at 992
* Num CTS Buffers at 105
* Post-synthesis sequential area ratio at 0.498
* Final count of hold timing violations at 0
* Total of max-cap violations at 0
* Initial Utilization at 0.302
* Total die area at 168,000 um^2
* Worst-Margin Slew at 1.30 ns
* Num rows at 149
* Overflow after GRT at 0
* Post-Route WL at 262 mm
* Clock skew at 0 ns
* Top Registers: RF_data x992
* Cells after Synth at 4,240
* TritonCTS clock tree: yes
* Critical setup path kind: in -> out
* Via/cell ratio at 6.72
* Power density over cell area at 131 nW/um^2
* Initial detailed-routing violation count at 6,096
* Tot Pwr at 0.00750 W
* Post-CTS setup buffers at 0
* Highest clock rate at 0.0951 GHz
* H-tree level count at 3
* Via Count at 43,923
* FF/Latch Area at 24,800 um^2
* CTS Hold Bufs at 0
* Post-DRT Antenna Nets at 0
* Max VDD drop at 0.111 mV
* Largest net degree at the start of global routing at 127
* IO Pins at 115
* Synth flops at 992
* Area Growth Syn to Fin at 15.0%
* Pre-Repair DR Iteration Count at 26
* Post-placement worst setup slack at 4.74 ns
* Max_slew headroom at 0.125
* Antenna violations before repair at 18
* CP max FO at 37
* Status: finished, final reports clean
* Crit path DRT at 11.92 ns
* YS warnings at 2
* Final setup violation count at 0
* Top flip-flop cell by instance count after synthesis: dfrtp_1
* Lkg Pwr at 24.4 nW
* # Cells Yosys at 4,240
* Number of global-route vias before repair at 43,051
* Reg with most FFs: RF_data
* Fraction of registers with async set or reset after synthesis at 1.00
* Die X at 410 um
* Final GP Congestion at 1.05
* Fill count at 15,934
* Share of layout cells above drive strength 1 at 0.345
* Cell Area, Synth at 49,900 um^2
* Slew Viols, Final at 0
* CP arrival at 7.54 ns
* Setup WS post-layout at 4.38 ns
* Min Tclk post-route at 10.52 ns
* OpenROAD warning count at 34
* Final HPWL from detailed placement at 153 mm
* YS chip area at 49,900 um^2
* Root Driver: clkbuf_16
* Avg Cell Area, Syn at 11.8 um^2
* Core area at 165,000 um^2
* Clk sinks at 992
* GRT Total Usage at 0.316
* CTS Buffer Depth at 3
* Number of synthesized flops with an enable pin at 0
* Cell Type Count at 64
* Worst skew pair latency at 0.70 ns
* I/O Buffers at 114
* Reg clk slew, reported paths at 0.06 ns
* DRC at 0
* Hold Crit Class: reg -> reg
* Critical path startpoint category: primary input
* Die extent in y at 410 um
* Logic area at 23,500 um^2
Yosys cell counts (4+ instances only):
library cell	number	area share
nor3b_1	6	0.00090
a22oi_1	825	0.12
nand3b_1	5	0.00075
a21oi_1	72	0.0072
nor3_1	78	0.0078
a22o_1	30	0.0053
a221oi_1	16	0.0028
and2_1	9	0.0011
nand3_1	51	0.0051
mux2_2	994	0.22
mux2i_1	16	0.0032
o31ai_1	4	0.00060
o211ai_1	5	0.00075
nor2_2	16	0.0020
o21ai_0	21	0.0021
nand2_1	249	0.019
a31oi_1	31	0.0039
dfrtp_1	991	0.50
a211oi_1	5	0.00075
and4_1	9	0.0016
and3_1	27	0.0034
nor4_1	27	0.0034
a2111oi_0	8	0.0014
clkbuf_1	148	0.011
a222oi_1	24	0.0048
or3_1	6	0.00075
buf_1	28	0.0021
nand4_1	102	0.013
nor2_1	100	0.0075
inv_1	7	0.00053
nand2b_1	12	0.0015
buf_4	34	0.0051
nor2_4	6	0.0014
nor2b_1	11	0.0014
a32oi_1	12	0.0021
buf_2	211	0.021
kinds of logic after synthesis:
kind of cell | synth area share
AOI/OAI and AO/OA | 0.158
buffers and inverters | 0.0403
DFF | 0.498
and+or+nand+nor | 0.0758
muxes | 0.228
critical path, stage by stage:
cell	delay (ns)
buf_2	0.37
buf_4	0.54
nand3_1	0.62
nor2_4	0.99
buf_4	0.59
a22oi_1	0.14
nand4_1	0.11
nor3_1	0.07
a21oi_1	0.47
clkdlybuf4s50_1	0.57
area by class of cell:
cell class                 instances  area share
inverter                           7    0.000523
antenna                           11    0.000480
tap                             2189      0.0477
sequential                       992       0.433
clock inverter                    39     0.00709
multi-input combinational       2819       0.410
clock buffer                     154      0.0545
timing repair buffer             322      0.0468
per-layer routing:
layer  track usage  wire [um]  up-vias
met5        0.0256       1130        -
met1         0.378      89600    22033
met3         0.215      46800     1470
met4         0.190      22500       50
met2         0.413     102000     4100
li1              -          -    16270
through the flow:
step           cell area, um^2  instances   util   TNS, ns  hold WS [ns]
4_1_cts                  57400       6522  0.348         0         0.532
2_1_floorplan            49900       4240      -  -1729.81         0.488
6_report                 57400       6533  0.348         0         0.533
3_5_place_dp             53800       6329  0.326         0         0.516
5_1_grt                  57400       6523  0.348         0         0.542
3_3_place_gp             53800       6329  0.326         0         0.507
layout by cell type (no fill, tap or decap), types with 30 or more instances in the layout:
master	Yosys	final
buf_4	34	206
a21oi_1	72	72
dfrtp_1	991	991
mux2_2	994	994
nand2_1	249	235
nand4_1	102	102
a22oi_1	825	825
a22o_1	30	30
nand3_1	51	49
nor2_1	100	57
clkbuf_16	0	109
clkdlybuf4s50_1	0	106
nor2_4	6	65
a31oi_1	31	31
nor3_1	78	76
report_power, final:
group | internal (W) | leakage (nW) | switching, W
Clock | 0.00157 | 1.73 | 0.00116
Combinational | 0.000532 | 9.94 | 0.000503
Sequential | 0.00322 | 12.7 | 0.000517
path summary, 6_finish.rpt:
path / from / endpoint / cells after the start
setup / recovery: Read_register1[1] / Read_data1[7] / 10
hold / removal: RF_data[2][6] / RF_data[2][6] / 1
setup reg to reg: RF_data[27][21] / RF_data[27][21] / 1
hold reg to reg: RF_data[2][6] / RF_data[2][6] / 1
max in group asynchronous: reset / RF_data[1][16] / 6
min in group asynchronous: reset / RF_data[28][0] / 2
No activity file was given, so power comes from the tool's default toggle rates.
